## design.v

```verilog
`timescale 1ns / 1ps
module SEGMENT_pattern #(
    parameter H_TOT = 800,
    parameter V_TOT = 525,
    parameter S_POS_X = 0,
    parameter S_POS_Y = 0,
    parameter S_WIDTH = 10,
    parameter S_HEIGHT = 10
)
(
    input wire[$clog2(H_TOT)-1:0] iCountH,
    input wire[$clog2(V_TOT)-1:0] iCountV,
    input wire iEnable,
    output wire oDraw
);
    reg rDraw;
    assign oDraw = iEnable == 1'b1 ? rDraw : 1'b0;
    always @(*) begin
        if(S_POS_X <= iCountH && iCountH < S_POS_X + S_WIDTH && S_POS_Y <= iCountV && iCountV < S_POS_Y + S_HEIGHT)
            rDraw <= 1'b1;
        else
            rDraw <= 1'b0;
    end
endmodule
`timescale 1ns / 1ps
module SEVEN_segment #(
    parameter H_TOT = 800,
    parameter V_TOT = 525,
    parameter S_LEN1 = 8,
    parameter S_LEN2 = 24,
    parameter S_POS_X = 0,
    parameter S_POS_Y = 0
)
(
    input wire[$clog2(H_TOT)-1:0] iCountH,
    input wire[$clog2(V_TOT)-1:0] iCountV,
    input wire[3:0] iNumber,
    output wire oDraw,
    output wire[11:0] oColor
);
    wire rA, rB, rC, rD, rE, rF, rG;
    reg[6:0] rDecode;
    wire wA, wB, wC, wD, wE, wF, wG;
    assign oColor = 12'hFFF;
    assign {rA, rB, rC, rD, rE, rF, rG} = rDecode;
    assign oDraw = |{wA, wB, wC, wD, wE, wF, wG};
    SEGMENT_pattern #(.S_POS_X(S_POS_X+S_LEN1), .S_POS_Y(S_POS_Y), .S_WIDTH(S_LEN2), .S_HEIGHT(S_LEN1)) sA(iCountH, iCountV, rA, wA);
    SEGMENT_pattern #(.S_POS_X(S_POS_X+S_LEN1+S_LEN2), .S_POS_Y(S_POS_Y+S_LEN1), .S_WIDTH(S_LEN1), .S_HEIGHT(S_LEN2)) sB(iCountH, iCountV, rB, wB);
    SEGMENT_pattern #(.S_POS_X(S_POS_X+S_LEN1+S_LEN2), .S_POS_Y(S_POS_Y+2*S_LEN1+S_LEN2), .S_WIDTH(S_LEN1), .S_HEIGHT(S_LEN2)) sC(iCountH, iCountV, rC, wC);
    SEGMENT_pattern #(.S_POS_X(S_POS_X+S_LEN1), .S_POS_Y(S_POS_Y+2*S_LEN1+2*S_LEN2), .S_WIDTH(S_LEN2), .S_HEIGHT(S_LEN1)) sD(iCountH, iCountV, rD, wD);
    SEGMENT_pattern #(.S_POS_X(S_POS_X), .S_POS_Y(S_POS_Y+2*S_LEN1+S_LEN2), .S_WIDTH(S_LEN1), .S_HEIGHT(S_LEN2)) sE(iCountH, iCountV, rE, wE);
    SEGMENT_pattern #(.S_POS_X(S_POS_X), .S_POS_Y(S_POS_Y+S_LEN1), .S_WIDTH(S_LEN1), .S_HEIGHT(S_LEN2)) sF(iCountH, iCountV, rF, wF);
    SEGMENT_pattern #(.S_POS_X(S_POS_X+S_LEN1), .S_POS_Y(S_POS_Y+S_LEN1+S_LEN2), .S_WIDTH(S_LEN2), .S_HEIGHT(S_LEN1)) sG(iCountH, iCountV, rG, wG);
    always @(*) begin
        case(iNumber)
            4'b0000:
                rDecode = 7'b1111110;
            4'b0001:
                rDecode = 7'b0110000;
            4'b0010:
                rDecode = 7'b1101101;
            4'b0011:
                rDecode = 7'b1111001;
            4'b0100:
                rDecode = 7'b0110011;
            4'b0101:
                rDecode = 7'b1011011;
            4'b0110:
                rDecode = 7'b1011111;
            4'b0111:
                rDecode = 7'b1110000;
            4'b1000:
                rDecode = 7'b1111111;
            4'b1001:
                rDecode = 7'b1111011;
            default :
                rDecode = 7'b0000000;
        endcase
    end
endmodule
```

## config.mk

```make
export PLATFORM = sky130hd
export DESIGN_NAME = SEVEN_segment
export DESIGN_NICKNAME = SEVEN_segment
export VERILOG_FILES = /design/flow/design.v
export SDC_FILE = /design/flow/constraint.sdc
export NUM_CORES = 4
export LEC_CHECK = 1
export CORE_AREA = 10 10 70 70
export DIE_AREA = 0 0 80 80
```

## constraint.sdc

```tcl
current_design SEVEN_segment

set clk_period 5.0
set clk_io_pct 0.2

create_clock -name clk0 -period $clk_period

set non_clock_inputs [all_inputs -no_clocks]
set_input_delay [expr $clk_period * $clk_io_pct] -clock clk0 $non_clock_inputs
set_output_delay [expr $clk_period * $clk_io_pct] -clock clk0 [all_outputs]
```

## run.sh

```bash
#!/bin/bash
# OpenROAD 26Q1-2900-gdf79404cd8, Yosys 0.63+post, stock flow scripts
make -C /OpenROAD-flow-scripts/flow DESIGN_CONFIG=/design/flow/config.mk WORK_HOME=/design/flow/orfs finish
```

==> impl_metrics.json <==
{
  "remaining_drc_errors": 0,
  "fp-utilization": 0.110,
  "n_fill_cell": 389,
  "crit_start": "iNumber[1]",
  "ctsHoldBuffers": 0,
  "die_h_um": 80,
  "ant_nets": 0,
  "status": "finished, final reports clean",
  "synth_seq_share": 0,
  "max_freq_mhz": 229,
  "seq_cell_count": 0,
  "synth_area_um2": 375,
  "std_cell_rows": 21,
  "hp-class": "input port to output port",
  "setup_violations": 0,
  "core_um2": 3420,
  "antenna_found_initial": 0,
  "yosysCellCount": 52,
  "port_buffers": 19,
  "drt-total-wl_um": 1020,
  "die_width_um": 80,
  "syn_to_final_growth_pct": 52.0,
  "num_antenna_cells": 0,
  "final_core_util": 0.167,
  "grt_util_all_layers": 0.0289,
  "cp-start-kind": "input port",
  "p_per_area_nw_per_um2": 51.6,
  "ir_drop_mv": 0.00589,
  "chipArea_um2": 6400,
  "critPathMaxFanout": 7,
  "crit_arrival_ns": 3.37,
  "hpwl_um": 944,
  "place.gp.congestion": 0.690,
  "route.detailed.wl_per_inst_um": 8.83,
  "drive_above_1_share": 0,
  "layout_top_cell": "clkdlybuf4s50_1",
  "final-comb-area_um2": 308,
  "synth.distinct_cells": 23,
  "path_class": "input port to output port",
  "largest_area_cell": "buf_4",
  "fin_crit_ns": 4.37,
  "yosys_warnings": 8,
  "leakagePower_nw": 0.224,
  "grt_pass1_vias": 409,
  "top_cells_by_area": "buf_4 24%, ha_1 20%, nand2b_1 6.7%",
  "synth_cells": 52,
  "cp.required_ns": 4.00,
  "hold_violations": 0,
  "synth_chip_area_um2": 375,
  "rsz0062_at_grt": "false",
  "layout_top_cells": "19 x clkdlybuf4s50_1, 12 x conb_1, 6 x ha_1",
  "cap_violations": 0,
  "worst_setup_path_end_kind": "output port",
  "overflow": 0,
  "io_pins": 37,
  "via_per_inst": 3.44,
  "clkbuf_count": 0,
  "regArea_um2": 0,
  "grt_pass1_wl_um": 1650,
  "tool_warnings": 43,
  "synth_top_area_share": 0.240,
  "critical_path.endpoint": "oDraw",
  "dr_total_vias": 396,
  "synth.avg_cell_area_um2": 7.22,
  "finalClockPeriodUsage": 0.873,
  "cts_setup_buffers": 0,
  "grt_max_degree": 12,
  "drt-initial-drc-count": 10,
  "report.final.slew_viol_count": 0,
  "drt_first_pass_iters": 4,
  "post_cts_resized": 0,
  "setup-tns-final_ns": 0
}
-- metrics by stage --
| stage | total power [W] | area, um^2 | setup WS [ns] | hold slack (ns) | instances |
|---|---|---|---|---|---|
| finish | 0.0000294 | 571 | 0.635 | 3.09 | 115 |
| global placement | 0.0000297 | 571 | 0.573 | 3.11 | 115 |
| detailed placement | 0.0000300 | 571 | 0.600 | 3.11 | 115 |
| floorplan | 0.0000177 | 417 | 2.03 | 2.12 | 63 |
| global route | 0.0000338 | 571 | 0.309 | 3.16 | 115 |
| CTS | 0.0000301 | 571 | 0.580 | 3.12 | 115 |
-- layer usage --
metal  part of all wire  vias up  global-route usage
met4                  0        0                   0
met2               0.53       16              0.0586
met5                  0        -                   0
li1                   -      194                   -
met3              0.049        0             0.00341
met1               0.42      186              0.0323
-- Yosys cell counts (all sizes together) --
master,number
inv,4
clkbuf,1
o21a,1
a32oi,1
a21oi,1
nor2b,2
conb,1
nor3b,1
o32ai,1
a21boi,1
or4b,2
buf,12
nor3,1
ha,6
nand2b,4
nor4,1
nand4b,1
a221o,1
nor2,4
a2111oi,2
a311oi,1
nand2,1
o21ai,2
-- worst max-delay path, cell delays in order --
cell,delay (ns)
clkdlybuf4s50_1,0.60
inv_1,0.12
ha_1,0.18
nor2b_1,0.13
a2111oi_0,0.37
a2111oi_0,0.13
o32ai_1,0.30
clkdlybuf4s50_1,0.52
-- cell families (layout without fill, tap and decap cells) --
kind of cell / after synthesis / in the layout / synth area share
compound gates: 11 / 11 / 0.223
fa+ha+maj: 6 / 6 / 0.200
buf+inv: 17 / 23 / 0.290
other cells: 1 / 12 / 0.00999
simple gates: 17 / 17 / 0.277
-- worst min-delay path by stage --
stage	startpoint	slack, ns	cells after the start	endpoint
after CTS	iCountV[6]	3.12	4	oDraw
after global routing	iCountV[4]	3.16	5	oDraw
final	iCountV[4]	3.09	5	oDraw
-- area by class of cell --
cell class,count,area share
Inverter,4,0.0263
Multi-Input combinational cell,46,0.539
Tap cell,46,0.101
Timing Repair Buffer,19,0.333
-- power by group --
group / leakage, nW / total (W) / internal (W) / switching, W
sequential: 0 / 0 / 0 / 0
clock: 0 / 0 / 0 / 0
combinational: 0.224 / 0.0000294 / 0.0000183 / 0.0000111
No activity file was given, so power comes from the tool's default toggle rates.
