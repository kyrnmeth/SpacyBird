--- flow/config.mk ---
export PLATFORM = sky130hd
export DESIGN_NAME = BIRD_pattern
export DESIGN_NICKNAME = BIRD_pattern
export VERILOG_FILES = /design/flow/design.v
export SDC_FILE = /design/flow/constraint.sdc
export NUM_CORES = 4
export LEC_CHECK = 1
export CORE_UTILIZATION = 50
--- flow/constraint.sdc ---
current_design BIRD_pattern

set clk_period 11.0
set clk_io_pct 0.2

create_clock -name clk0 -period $clk_period

set non_clock_inputs [all_inputs -no_clocks]
set_input_delay [expr $clk_period * $clk_io_pct] -clock clk0 $non_clock_inputs
set_output_delay [expr $clk_period * $clk_io_pct] -clock clk0 [all_outputs]
--- flow/design.v ---
`timescale 1ns / 1ps
module BIRD_pattern #(
    parameter H_TOT = 800,
    parameter V_TOT = 525,
    parameter B_WIDTH = 16,
    parameter B_POS_X = 191,
    parameter COLOR_SIZE = 12
)
(
    input wire[$clog2(H_TOT)-1:0] iCountH,
    input wire[$clog2(V_TOT)-1:0] iCountV,
    input wire[$clog2(V_TOT)-1:0] iBirdPosY,
    output wire oDraw,
    output wire[COLOR_SIZE-1:0] oColor
);
    localparam V_SIZE = $clog2(V_TOT);
    localparam SPRITE_SIZE = 64;
    localparam TRANSPARENT_PIX = 12'h111;
    localparam [SPRITE_SIZE*COLOR_SIZE-1:0] aBirdSprite = {
        12'h111, 12'h111, 12'hFF0, 12'hFF0, 12'hFF0, 12'hFF0, 12'h111, 12'h111,
        12'h111, 12'hFF0, 12'hFF0, 12'hFF0, 12'hFF0, 12'hFF0, 12'hFF0, 12'h111,
        12'hF70, 12'hF70, 12'hF70, 12'hF70, 12'hFF0, 12'hFF0, 12'hFF0, 12'hFF0,
        12'hF70, 12'hF70, 12'hF70, 12'hF70, 12'hFF0, 12'hFF0, 12'hFF0, 12'hFF0,
        12'hFFF, 12'h000, 12'h000, 12'hFF0, 12'hFF0, 12'hFF0, 12'hFF0, 12'hFF0,
        12'hFFF, 12'h000, 12'h000, 12'hFF0, 12'hFF0, 12'hFF0, 12'hFF0, 12'hFF0,
        12'h111, 12'hFFF, 12'hFFF, 12'hFF0, 12'hFF0, 12'hFF0, 12'hFF0, 12'h111,
        12'h111, 12'h111, 12'h111, 12'hFF0, 12'hFF0, 12'hFF0, 12'h111, 12'h111
    };
    reg rDraw;
    reg [COLOR_SIZE-1:0] rColor;
    assign oDraw = rDraw;
    assign oColor = rColor;
    always @(*) begin
        rDraw = 1'b0;
        rColor = 12'h000;
        if(B_POS_X <= iCountH && iCountH < (B_POS_X + B_WIDTH)) begin
            if(iBirdPosY <= iCountV && iCountV < (iBirdPosY + B_WIDTH)) begin
                rColor = aBirdSprite[((((iCountV-iBirdPosY)>>1)<<3)+((iCountH-B_POS_X)>>1))*COLOR_SIZE+:COLOR_SIZE];
                if(rColor != TRANSPARENT_PIX)
                    rDraw = 1'b1;
            end
        end
    end
endmodule
--- flow/run.sh ---
#!/bin/bash
# OpenROAD 26Q1-2900-gdf79404cd8, Yosys 0.63+post, stock flow scripts
make -C /OpenROAD-flow-scripts/flow DESIGN_CONFIG=/design/flow/config.mk WORK_HOME=/design/flow/orfs finish
==> impl_metrics.csv <==
group,metric,value,unit
run_status,run_status,"completed",
clock_tree,post_cts.resized_instances,0,
synth,postSynthCellCount,573,
setup_path,crit_family,"adder cells",
placement,routabilityCongestion,1.08,
setup_path,cell_by_cell_listing_of_the_critical_path,"clkdlybuf4s50_1 -> ha_1 -> inv_1 -> fa_1 -> xor2_1 -> inv_1 -> fa_1 -> inv_1 -> ha_1 -> o21ai_0 -> nor2_1 -> nor2_1 -> buf_4 -> nor2_1 -> a221oi_1 -> nor3_1 -> o211ai_1 -> o211a_1 -> a41oi_2 -> clkdlybuf4s50_1",
timing,timing.fmax,99.1,MHz
timing,maxSlewViolCount,0,
setup_path,critical-path-max-stage-delay,0.68,ns
setup_path,setup.worst_path.end_class,"output port",
timing,whs,5.80,ns
detailed_routing,detail_route.drc_violations,0,
cells_and_area,layout.core_utilization,0.598,
cells_and_area,area_occupied_by_registers,0,um2
synth,post-synth-top-area-fraction,0.108,
min_path,hold-path-cell-count,8,
cells_and_area,flow.area_growth_from_synthesis,12.8,%
setup_path,cp.required,8.80,ns
floorplanning,floorplan.io_pins,43,
cells_and_area,fraction_of_layout_cells_with_a_size_suffix_above_1,0.0493,
synth,synth-seq-area-share,0,
min_path,hold_path_class,"input port to output port",
detailed_routing,drt.antenna.violating_nets,0,
timing,timing_worst_slew_pin_value,0.947,ns
synth,synth-simple-area-share,0.222,
cells_and_area,finalNonFillerCells,684,
global_routing,grt_pass1_wl,21600,um
synth,yosysCellCount,573,
global_routing,vias_in_the_first_global_route,4094,
clock_tree,post_cts_buffers,0,
synth,synth.largest_area_cell,"sky130_fd_sc_hd__ha_1",
detailed_routing,vias,4682,
placement,detailedPlacementHpwl,10000,um
timing,final.period_utilization,0.918,
global_routing,grt_start_max_net_pins,50,
synth,yosys-top-cells-area,"sky130_fd_sc_hd__ha_1, sky130_fd_sc_hd__a21oi_1, sky130_fd_sc_hd__o21ai_0, sky130_fd_sc_hd__nor2_1, sky130_fd_sc_hd__xnor2_1",
synth,yosysUniqueCellTypes,77,
timing,max_slew_margin,0.352,
setup_path,worstPathBufferInverterCount,6,
floorplanning,core,6980,um2
setup_path,critical_path_peak_fanout,18,
flow_run,drv.max_cap_violation_count,0,
setup_path,critical_path.slowest_cell,"sky130_fd_sc_hd__nor3_1",
power,max-vdd-ir-drop,0.201,mV
cells_and_area,num-fill-cells,680,
floorplanning,chip_area,7750,um2
placement,total_placed_instance_area,4180,um2
timing,fin_crit,10.09,ns
detailed_routing,detailedRoute.firstIterationViolations,763,
synth,synth-area-yosys,3700,um2
floorplanning,initial_core_util,0.530,
flow_run,log.warning_count,35,
synth,synth.cellmix.compoundShare,0.453,
floorplanning,num_rows,30,
setup_path,cp_startpoint,"iBirdPosY[0]",
synth,postSynthAreaPerCell,6.46,um2
floorplanning,die_x_size,88.0,um
power,power_density,354,nW/um2
cells_and_area,count_of_clock_buffers_in_the_final_design,0,
detailed_routing,antennaDiodeCount,0,
placement,place.port_buffers,43,
min_path,timing.hold.worst.start,"iCountH[9]",
timing,finalHoldViolCount,0,
timing,setup_total_negative_slack,0,ns
setup_path,critical_path.startpoint_type,"input port",
power,cellLeakagePower,0.00165,uW
cells_and_area,final_design_area_no_fill,4180,um2
setup_path,worst-endpoint-arrival,7.89,ns
placement,post-place-cells,684,
synth,xor_xnor_area_frac,0.108,
detailed_routing,postRouteWirelength,13600,um
synth,ys_sh_mux,0.0145,
detailed_routing,drt_pass1_iterations,6,
clock_tree,cts.hold.buffers_added,0,
global_routing,grt_antenna_before_repair,1,
synth,top_logic_kind,"AND-OR/OR-AND gates",
floorplanning,chipHeight,88.0,um
synth,synthAdderAreaFrac,0.127,
synth,summed_instance_area_of_the_synthesized_netlist,3700,um2
timing,final-setup-viol-count,0,
synth,synthesis.yosys.warnings,1,
cells_and_area,ff_count,0,
global_routing,overflow,0,
global_routing,gr-usage-all-layers,0.368,
setup_path,crit_type,"input port to output port",
cells_and_area,area.combinational,3420,um2
detailed_routing,route.detailed.vias_per_inst,6.85,
detailed_routing,routed_wire_length_per_instance,19.9,um
setup_path,worst-path-stages,20,
timing,grt_setup_unrepaired,"no",
-- report_power, final --
part | switching [uW] | leakage (uW) | total [uW] | internal [uW]
logic | 941 | 0.00165 | 1480 | 538
clock network | 0 | 0 | 0 | 0
registers | 0 | 0 | 0 | 0
-- through the flow --
step	total power (uW)	worst slack [ns]
after floorplan	1050	2.49
after global placement	1420	1.21
after detailed placement	1410	1.17
after CTS	1420	1.15
after global routing	1590	0.530
final	1480	0.906
-- cell usage after synthesis, types with 5 or more instances --
library cell,instances
sky130_fd_sc_hd__a211oi_1,11
sky130_fd_sc_hd__a21o_1,16
sky130_fd_sc_hd__a21oi_1,58
sky130_fd_sc_hd__a31oi_1,16
sky130_fd_sc_hd__buf_1,5
sky130_fd_sc_hd__buf_2,9
sky130_fd_sc_hd__clkbuf_1,25
sky130_fd_sc_hd__ha_1,32
sky130_fd_sc_hd__inv_1,23
sky130_fd_sc_hd__nand2_1,48
sky130_fd_sc_hd__nand3_1,17
sky130_fd_sc_hd__nand4_1,5
sky130_fd_sc_hd__nor2_1,55
sky130_fd_sc_hd__nor2b_1,7
sky130_fd_sc_hd__nor3_1,15
sky130_fd_sc_hd__nor3b_1,5
sky130_fd_sc_hd__o211ai_1,10
sky130_fd_sc_hd__o21a_1,5
sky130_fd_sc_hd__o21ai_0,49
sky130_fd_sc_hd__o21ai_1,5
sky130_fd_sc_hd__o221ai_1,7
sky130_fd_sc_hd__o22ai_1,9
sky130_fd_sc_hd__o31ai_1,10
sky130_fd_sc_hd__xnor2_1,22
sky130_fd_sc_hd__xor2_1,13
-- cells by family after synthesis --
family                   after synthesis
XOR/XNOR                              39
AND/OR/NAND/NOR                      174
multiplexers                           4
buffers and inverters                 68
adder cells (fa/ha/maj)               36
AND-OR/OR-AND                        252
-- metal layers --
layer	GRT usage	routed length [um]	part of all wire	up-vias
met3	0.0811	1570	0.12	77
met2	0.557	5630	0.41	327
met5	0	0	0	-
li1	-	-	-	2223
met1	0.504	5550	0.41	2055
met4	0.169	869	0.064	0
-- path summary, 6_finish.rpt --
check,end
setup / recovery,oDraw
hold / removal,oDraw
-- area by class of cell --
cell class,count,area share
inverters,26,0.0234
well taps,96,0.0288
multi-input cells,505,0.820
repair buffers,57,0.128
-- cells in the final DEF, fill, tap and decap left out, types with 9 or more instances in the layout --
master                             n
sky130_fd_sc_hd__inv_1            23
sky130_fd_sc_hd__o21ai_0          49
sky130_fd_sc_hd__xor2_1           13
sky130_fd_sc_hd__o211ai_1         10
sky130_fd_sc_hd__a211oi_1         11
sky130_fd_sc_hd__xnor2_1          22
sky130_fd_sc_hd__buf_4            14
sky130_fd_sc_hd__a21o_1           16
sky130_fd_sc_hd__o22ai_1           9
sky130_fd_sc_hd__nor3_1           15
sky130_fd_sc_hd__clkdlybuf4s50_1  43
sky130_fd_sc_hd__a31oi_1          16
sky130_fd_sc_hd__a21oi_1          58
sky130_fd_sc_hd__nand3_1          17
sky130_fd_sc_hd__nand2_1          48
sky130_fd_sc_hd__ha_1             32
sky130_fd_sc_hd__o31ai_1          10
sky130_fd_sc_hd__nor2_1           55
No activity file was given, so power comes from the tool's default toggle rates.
